===== /design/flow/config.mk =====
export PLATFORM = sky130hd
export DESIGN_NAME = spi_top
export DESIGN_NICKNAME = spi_top
export VERILOG_FILES = /design/flow/design.v
export SDC_FILE = /design/flow/constraint.sdc
export NUM_CORES = 4
export LEC_CHECK = 1
export CORE_UTILIZATION = 40

===== /design/flow/constraint.sdc =====
current_design spi_top

set clk_period 6.0
set clk_io_pct 0.2

create_clock -name clk0 -period $clk_period [get_ports {clk}]

set non_clock_inputs [all_inputs -no_clocks]
set_input_delay [expr $clk_period * $clk_io_pct] -clock clk0 $non_clock_inputs
set_output_delay [expr $clk_period * $clk_io_pct] -clock clk0 [all_outputs]

===== /design/flow/run.sh =====
#!/bin/bash
# OpenROAD 26Q1-2900-gdf79404cd8, Yosys 0.63+post, stock flow scripts
make -C /OpenROAD-flow-scripts/flow DESIGN_CONFIG=/design/flow/config.mk WORK_HOME=/design/flow/orfs finish

===== /design/flow/design.v =====
module device_a (
    input         clk,
    input         rst_n,
    input  [31:0] in_data,
    input         response_ready,    
    input         miso,              
    output        sclk,
    output        mosi,
    output        cs_n,
    output [31:0] out_data,          
    output        done_B_to_A        
);
    reg [3:0]  state;
    reg        start;
    reg        hold_cs;
    reg [31:0] tx_data;
    wire       busy;
    reg [31:0] rx_shift;
    reg [5:0]  bit_cnt;
    reg        done;
    reg sclk_d;
    wire sclk_rising = (sclk && !sclk_d);
    assign done_B_to_A = done;
    spi_master u_spi_master (
        .clk(clk),
        .rst_n(rst_n),
        .start(start),
        .hold_cs(hold_cs),
        .data_in(tx_data),
        .sclk(sclk),
        .mosi(mosi),
        .cs_n(cs_n),
        .busy(busy)
    );
    localparam IDLE         = 4'd0;
    localparam SEND_PHASE1  = 4'd1;
    localparam WAIT1        = 4'd2;
    localparam WAIT_RESP    = 4'd3;
    localparam LOAD_DUMMY   = 4'd4;
    localparam SEND_PHASE2  = 4'd5;
    localparam RECEIVE      = 4'd6;
    localparam DONE         = 4'd7;
    always @(posedge clk or negedge rst_n) begin
        if (!rst_n) begin
            state     <= IDLE;
            start     <= 1'b0;
            tx_data   <= 32'd0;
            rx_shift  <= 32'd0;
            bit_cnt   <= 6'd0;
            done      <= 1'b0;
            hold_cs   <= 1'b1;
            sclk_d    <= 1'b0;
        end else begin
            start  <= 1'b0;
            done   <= 1'b0;
            sclk_d <= sclk;
            case (state)
                IDLE: begin
                    tx_data <= in_data;
                    hold_cs <= 1'b1;   
                    state   <= SEND_PHASE1;
                end
                SEND_PHASE1: begin
                    start <= 1'b1;
                    state <= WAIT1;
                end
                WAIT1: begin
                    if (!busy)
                        state <= WAIT_RESP;
                end
                WAIT_RESP: begin
                    if (response_ready)
                        state <= LOAD_DUMMY;
                end
                LOAD_DUMMY: begin
                    tx_data <= 32'd0;
                    state   <= SEND_PHASE2;
                end
                SEND_PHASE2: begin
                    start   <= 1'b1;
                    rx_shift <= 32'd0;
                    bit_cnt <= 6'd0;
                    state   <= RECEIVE;
                end
                RECEIVE: begin
                    if (sclk_rising) begin
                        rx_shift <= {rx_shift[30:0], miso};
                        bit_cnt <= bit_cnt + 1;
                        if (bit_cnt == 6'd31) begin
                            done  <= 1'b1;
                            state <= DONE;
                        end
                    end
                end
                DONE: begin
                    state <= IDLE;
                    hold_cs <= 1'b0;   
                end
            endcase
        end
    end
    assign out_data = rx_shift;
endmodule
module device_b (
    input         clk,
    input         rst_n,
    input         sclk,          
    input         cs_n,          
    input         mosi,          
    output        miso,          
    output [31:0] out_data,      
    output        response_ready  
);
    wire [31:0] data_out_wire;
    wire        valid_wire;
    wire        response_ready_wire;
    spi_slave u_spi_slave (
        .clk(clk),
        .rst_n(rst_n),
        .sclk(sclk),
        .cs_n(cs_n),
        .mosi(mosi),
        .miso(miso),
        .data_out(data_out_wire),
        .valid(valid_wire),
        .response_ready(response_ready_wire)
    );
    reg [31:0] data_buf;
    always @(posedge clk or negedge rst_n) begin
        if (!rst_n)
            data_buf <= 32'd0;
        else if (valid_wire)
            data_buf <= data_out_wire;
    end
    assign out_data = data_buf;
    assign response_ready = response_ready_wire;
endmodule
module spi_master (
    input        clk,
    input        rst_n,
    input        start,
    input        hold_cs,          
    input [31:0] data_in,
    output reg   sclk,
    output reg   mosi,
    output reg   cs_n,
    output reg   busy
);
    reg [1:0] state;
    reg [5:0] bit_cnt;
    reg [31:0] shift_reg;
    localparam IDLE     = 2'd0;
    localparam ASSERT   = 2'd1;
    localparam TRANSFER = 2'd2;
    localparam DONE     = 2'd3;
    always @(posedge clk or negedge rst_n) begin
        if (!rst_n) begin
            state     <= IDLE;
            cs_n      <= 1'b1;
            sclk      <= 1'b0;
            mosi      <= 1'b0;
            busy      <= 1'b0;
            bit_cnt   <= 6'd0;
            shift_reg <= 32'd0;
        end else begin
            case (state)
                IDLE: begin
                    if (!hold_cs)
                        cs_n <= 1'b1;   
                    sclk <= 1'b0;
                    busy <= 1'b0;
                    if (start) begin
                        shift_reg <= data_in;
                        bit_cnt   <= 6'd31;
                        state     <= ASSERT;
                    end
                end
                ASSERT: begin
                    cs_n <= 1'b0;
                    busy <= 1'b1;
                    state <= TRANSFER;
                end
                TRANSFER: begin
                    sclk <= ~sclk;
                    if (sclk == 1'b0) begin
                        mosi <= shift_reg[bit_cnt];
                    end else begin
                        if (bit_cnt == 0) begin
                            state <= DONE;
                        end else begin
                            bit_cnt <= bit_cnt - 1;
                        end
                    end
                end
                DONE: begin
                    if (!hold_cs)
                        cs_n <= 1'b1;   
                    busy <= 1'b0;
                    sclk <= 1'b0;
                    state <= IDLE;
                end
            endcase
        end
    end
endmodule
module spi_slave (
    input         clk,
    input         rst_n,
    input         sclk,
    input         cs_n,
    input         mosi,
    output        miso,
    output reg [31:0] data_out,
    output reg        valid,
    output reg        response_ready
);
    reg [5:0] bit_cnt_rx;
    reg [31:0] shift_rx;
    reg [31:0] tx_buffer;
    reg [31:0] shift_tx;
    reg tx_load;
    reg tx_valid;
    reg sclk_d;
    wire sclk_rising  = (sclk == 1'b1 && sclk_d == 1'b0);
    wire sclk_falling = (sclk == 1'b0 && sclk_d == 1'b1);
    always @(posedge clk or negedge rst_n) begin
        if (!rst_n) begin
            shift_rx        <= 32'd0;
            shift_tx        <= 32'd0;
            tx_buffer       <= 32'd0;
            bit_cnt_rx      <= 6'd0;
            data_out        <= 32'd0;
            valid           <= 1'b0;
            response_ready  <= 1'b0;
            tx_load         <= 1'b0;
            tx_valid        <= 1'b0;
            sclk_d          <= 1'b0;
        end else begin
            sclk_d <= sclk;
            valid <= 1'b0;
            response_ready <= 1'b0;
            if (cs_n) begin
                bit_cnt_rx <= 6'd0;
                tx_valid   <= 1'b0;
            end
            if (!cs_n && sclk_rising) begin
                shift_rx <= {shift_rx[30:0], mosi};
                bit_cnt_rx <= bit_cnt_rx + 1;
                if (bit_cnt_rx == 6'd31) begin
                    data_out <= {shift_rx[30:0], mosi};
                    valid    <= 1'b1;
                    tx_buffer <= {shift_rx[30:0], mosi} + 1;
                    tx_load <= 1'b1;
                end else begin
                    tx_load <= 1'b0;
                end
            end else begin
                tx_load <= 1'b0;
            end
            if (tx_load) begin
                shift_tx <= tx_buffer;
                tx_valid <= 1'b1;
                response_ready <= 1'b1;
            end
            if (!cs_n && sclk_falling && tx_valid) begin
                shift_tx <= {shift_tx[30:0], 1'b0};   
            end
        end
    end
    assign miso = shift_tx[31];   
endmodule
module spi_top (
    input         clk,
    input         rst_n,
    input  [31:0] in_data_A,         
    output [31:0] out_data_B,        
    output [31:0] out_data_A,        
    output        done_A_to_B,       
    output        response_ready,    
    output        done_B_to_A        
);
    wire sclk, mosi, cs_n, miso;
    device_a u_device_a (
        .clk(clk),
        .rst_n(rst_n),
        .in_data(in_data_A),
        .response_ready(response_ready),
        .miso(miso),
        .sclk(sclk),
        .mosi(mosi),
        .cs_n(cs_n),
        .out_data(out_data_A),
        .done_B_to_A(done_B_to_A)
    );
    device_b u_device_b (
        .clk(clk),
        .rst_n(rst_n),
        .sclk(sclk),
        .cs_n(cs_n),
        .mosi(mosi),
        .miso(miso),
        .out_data(out_data_B),
        .response_ready(response_ready)
    );
    assign done_A_to_B = ~cs_n && !mosi;   
endmodule

==> flow_summary.ini <==
; yosys + openroad results
[outcome]
outcome = completed

[final_timing]
grt_setup_unrepaired = no
fmax_mhz = 333
timing.final.ws_setup_ns = 3.00
finalClockSkew_ns = 0.00952
slew_headroom = 0.519
period_minus_slack_ns = 3.00
fin_setup_tns_ns = 0
final-setup-viol-count = 0
period_used_share = 0.500
hold_viol = 0
slew_viol_final = 0
worstMarginPinSlew_ns = 0.717
hold_ws_ns = 0.442

[setup_path]
worstSetupStartpointType = flip-flop
crit_required_ns = 4.80
critPathMaxStageDelay_ns = 0.71
crit_arrival_ns = 1.80
critical_path.max_fanout = 12
setup.worst_path.end_class = output pin
r2r_slack_ns = 3.31
rr_worst_depth = 5
path_class = reg -> out
regToRegStartpoint = u_device_a.u_spi_master.sclk
reg2reg_to = u_device_b.u_spi_slave.data_out[13]
crit_slowest_cell = dfstp_2
path_cells = nor2_1 > clkdlybuf4s50_1

[power_and_ir_drop]
power_density_nw_per_um2 = 266
ir_worst_vdd_v = 0.000219
p_leak_nw = 6.69
design_power_total_mw = 3.93

[placement]
post-place-ws_ns = 3.28
place_area_um2 = 13800
place_inst = 1482
place_hpwl_um = 13900
io_buffers = 100
routabilityCongestion = 0.756

[clock_tree]
cts_setup_buffers = 0
cts_tree = yes
cts_buffers = 31
cts_hold_buf = 0
clock_sinks = 295
htree_num_levels = 1
clock_path_buffers = 3
clk_pin_slew_ns = 0.06
cts-resized-gates = 0
cts_root_buf = clkbuf_16
clk-insertion-delay-late_ns = 0.55

[routing]
firstDrtPassIters = 7
drt-total-wl_um = 22600
via_per_inst = 5.00
postRouteAntennaNets = 0
antenna_cells = 0
drc = 0
wl_per_cell_um = 14.7
first_iter_violations = 562
num_vias = 7700

[floorplanning]
core_um2 = 30500
rows = 64
io-pin-count = 101
floorplan.core_util = 0.406
dieHeight_um = 178
dieArea_um2 = 31700
die-width_um = 178

[synth]
netlist_logic_family_top = multiplexers
synthesis.area_um2 = 12400
ys_seq_frac = 0.597
flop_cell = dfrtp_1
async_reset_ff_frac = 1.00
yosys.area_share.xor_xnor = 0.0283
synth.most_common_cell = dfrtp_1
synth-simple-area-share = 0.106
synth_cells = 1032
aoi_share = 0.0579
yosys_area_um2 = 12400
synth.avg_cell_area_um2 = 12.0
ys_types = 49
synth_flops = 295
synth-adder-area-share = 0.00505
ys_top_cells_by_area = dfrtp_1 (59%), mux2_2 (12%), mux2i_1 (5.3%)
muxShareOfSynthArea = 0.181
ys_warn_count = 4
synth.top_cell.area_share = 0.588
yosys-top-cells-count = dfrtp_1 (291), nand2_1 (131), mux2_2 (129), nor2_1 (83), o21ai_0 (76)
ys_cells = 1032
edf_count = 0
yosysTopAreaCell = dfrtp_1

[global_routing]
grt_max_degree = 119
grt_pass1_vias = 7393
antenna_found_initial = 0
grt-ovfl-total = 0
grt_pass1_wl_um = 38700
grt_usage = 0.156

[layout]
nFillCells = 2670
finalInstanceArea_um2 = 14800
fin_util = 0.484
syn_to_final_growth_pct = 19.3
layoutNonFillerInstCount = 1540
layout-drive-gt1-share = 0.191

[min_path]
hp-start = u_device_a.state[7]
hp-class = reg -> reg
holdPathEnd = u_device_a.state[0]
hold_depth = 0

[flow_run]
warning_count = 28
maxCapViolations = 0
[report_power, final]
part / switching, mW / leakage, nW / internal [mW]
Sequential: 0 / 4.11 / 1.99
Clock: 0.764 / 0.500 / 1.11
Combinational: 0.0403 / 2.08 / 0.0215
Total: 0.805 / 6.69 / 3.12
[critical path, delay by kind of cell (launching register included)]
kind / cells / cell delay [ns]
buffers and inverters: 1 / 0.42
AND/OR/NAND/NOR: 1 / 0.12
flip-flops: 1 / 0.71
[cell families (layout without fill, tap and decap cells)]
| logic type | Yosys count | in the layout |
|---|---|---|
| AOI/OAI and AO/OA | 128 | 128 |
| buffers and inverters | 71 | 183 |
| and+or+nand+nor | 293 | 293 |
| adders and majority gates | 5 | 5 |
| muxes | 200 | 200 |
| DFF | 295 | 295 |
| xor gates and xnor gates | 40 | 40 |
[cells in the final DEF, fill, tap and decap left out, types with 2 or more instances in the layout]
master,Yosys,routed
nor4_1,4,4
nor2b_1,4,4
dfrtp_1,291,290
bufinv_16,0,2
nand2_1,131,131
a21oi_2,3,3
o21ai_0,76,76
nor2_1,83,81
and4_1,4,4
clkinv_2,0,8
clkbuf_8,0,6
and3_1,7,7
nor3_1,10,10
and2_1,2,2
buf_4,2,12
mux4_2,6,6
clkbuf_1,27,9
dfstp_2,4,4
or2_2,3,3
xnor2_1,21,21
mux2i_1,65,65
clkbuf_16,0,31
a21o_1,6,6
or3_1,4,4
ha_1,5,5
clkdlybuf4s50_1,0,99
nand3_1,15,15
nand4_1,15,15
inv_1,12,12
nand2b_1,3,3
a21oi_1,33,33
nor4_4,1,2
mux2_2,129,129
xor2_1,19,19
[how the worst max path moves through the flow]
stage                             from           to  slack [ns]
4_1_cts   u_device_a.u_spi_master.cs_n  done_A_to_B        2.95
6_report  u_device_a.u_spi_master.cs_n  done_A_to_B        3.00
5_1_grt   u_device_a.u_spi_master.cs_n  done_A_to_B        2.92
[layer usage]
metal | up-vias | part of all wire | track usage
li1 | 3756 | - | -
met1 | 3787 | 0.50 | 0.272
met2 | 125 | 0.44 | 0.219
met3 | 32 | 0.043 | 0.0257
met4 | 0 | 0.016 | 0.0224
met5 | - | 0 | 0
[final cells by class]
type,count,area (um^2),area share
Sequential cell,295,7390,0.500
Multi-Input combinational cell,666,4720,0.319
Timing Repair Buffer,113,1120,0.0755
Clock buffer,46,892,0.0604
Tap cell,396,495,0.0335
Clock inverter,12,116,0.00788
Inverter,12,45.0,0.00305
Power and IR drop assume default switching activity.
